===== flow/config.mk =====
export PLATFORM = sky130hd
export DESIGN_NAME = rv_avmm2axi
export DESIGN_NICKNAME = rv_avmm2axi
export VERILOG_FILES = /design/flow/design.v
export SDC_FILE = /design/flow/constraint.sdc
export NUM_CORES = 4
export LEC_CHECK = 1
export CORE_AREA = 10 10 84 84
export DIE_AREA = 0 0 94 94

===== flow/constraint.sdc =====
current_design rv_avmm2axi

set clk_period 2.6
set clk_io_pct 0.2

create_clock -name clk0 -period $clk_period [get_ports {clk}]

set non_clock_inputs [all_inputs -no_clocks]
set_input_delay [expr $clk_period * $clk_io_pct] -clock clk0 $non_clock_inputs
set_output_delay [expr $clk_period * $clk_io_pct] -clock clk0 [all_outputs]

===== flow/design.v =====
`timescale 1ns / 1ps
module rv_avmm2axi #(
    parameter ADDR_WIDTH     = 14,     
    parameter DATA_WIDTH     = 32,     
    parameter BYTEENABLE_WIDTH = DATA_WIDTH/8    
)(
    input  wire                  clk,
    input  wire                  rst_n,
    input  wire [ADDR_WIDTH-1:0] d_address,
    input  wire [BYTEENABLE_WIDTH-1:0] d_byteenable,
    input  wire                  d_read,
    output      [DATA_WIDTH-1:0] d_readdata,
    output reg                   d_waitrequest,   
    input  wire                  d_write,
    input  wire [DATA_WIDTH-1:0] d_writedata,
    output      [ADDR_WIDTH-1:0] m_axi_awaddr,
    output reg                   m_axi_awvalid,
    input  wire                  m_axi_awready,
    output      [DATA_WIDTH-1:0] m_axi_wdata,
    output      [BYTEENABLE_WIDTH-1:0] m_axi_wstrb,
    output reg                   m_axi_wvalid,
    input  wire                  m_axi_wready,
    input  wire [1:0]            m_axi_bresp,
    input  wire                  m_axi_bvalid,
    output reg                   m_axi_bready,
    output      [ADDR_WIDTH-1:0] m_axi_araddr,
    output reg                   m_axi_arvalid,
    input  wire                  m_axi_arready,
    input  wire [DATA_WIDTH-1:0] m_axi_rdata,
    input  wire [1:0]            m_axi_rresp,
    input  wire                  m_axi_rvalid,
    output reg                   m_axi_rready
);
    localparam IDLE_W = 0;
    localparam ADDR_W =1;
    localparam DATA_W =2;
    localparam RESP_W =3;
    reg [1:0] wstate = IDLE_W, wstate_next;     
    localparam IDLE_R =0;
    localparam ADDR_R =1;
    localparam WAIT_R =2;
    reg [1:0] rstate = IDLE_R, rstate_next;    
    always @(posedge clk) begin
      if (!rst_n)
        wstate <= IDLE_W;
      else
        wstate <= wstate_next;
    end
    always @(*) begin
        if (!rst_n) begin
            wstate_next = IDLE_W;
        end else begin
            case (wstate)
                IDLE_W: begin
                    if (d_write) begin
                        wstate_next = ADDR_W;
                    end
                    else
                      wstate_next = IDLE_W;
                end
                ADDR_W: begin
                    if (m_axi_awready) begin
                        wstate_next = DATA_W;
                    end
                    else
                        wstate_next = ADDR_W;
                end
                DATA_W: begin
                    if (m_axi_wready) begin
                        wstate_next = RESP_W; 
                    end
                    else
                        wstate_next = DATA_W;
                end
                RESP_W: begin
                    if (m_axi_bvalid) begin
                        wstate_next = IDLE_W;
                    end
                    else
                        wstate_next = RESP_W;
                end
                default:
                    wstate_next = IDLE_W;
            endcase
        end
    end
    always @(posedge clk) begin
        if (!rst_n) begin
            m_axi_awvalid <= 0;
            m_axi_wvalid  <= 0;
            m_axi_bready  <= 0;
        end else begin
            m_axi_awvalid <= 0;
            m_axi_wvalid  <= 0;
            m_axi_bready  <= 1;
            case (wstate)
                IDLE_W: begin
                    if (d_write) begin
                        m_axi_awvalid <= 1;
                    end
                end
                ADDR_W: begin
                    m_axi_awvalid <= 1;
                    if (m_axi_awready) begin
                        m_axi_wvalid  <= 1;
                    end
                end
                DATA_W: begin
                    m_axi_wvalid <= 1;
                end
            endcase
        end
    end
    assign m_axi_awaddr =  d_address;
    assign m_axi_wstrb = d_byteenable;
    assign m_axi_wdata = d_writedata;
    always @(posedge clk) begin
    if (!rst_n)
        rstate <= IDLE_R;
    else        
        rstate <= rstate_next;
    end
    always @(*) begin
        if (!rst_n) begin
            rstate_next = IDLE_R;         
        end 
        else begin    
            case (rstate)
                IDLE_R: begin
                    if (d_read) begin
                        rstate_next = ADDR_R;
                    end
                    else
                        rstate_next = IDLE_R;
                end
                ADDR_R: begin
                    if (m_axi_arready) begin
                        rstate_next = WAIT_R;
                    end
                    else 
                        rstate_next = ADDR_R;
                end
                WAIT_R: begin
                    if (m_axi_rvalid) begin
                        rstate_next = IDLE_R;
                    end
                    else
                        rstate_next = WAIT_R;
                end
                default : rstate_next = IDLE_R;
            endcase
        end
    end
    always @(posedge clk) begin
        if (!rst_n) begin
            m_axi_arvalid <= 0;
            m_axi_rready  <= 0;
        end else begin
            m_axi_arvalid <= 0;
            m_axi_rready  <= 1;
            case (rstate)
                IDLE_R: begin
                    if (d_read) begin
                        m_axi_arvalid <= 1;
                    end
                end
                ADDR_R: begin
                    m_axi_arvalid <= 1;
                end
            endcase
        end
    end
    assign d_readdata = m_axi_rdata;
    assign m_axi_araddr = d_address;
    always @(*) begin
        if (wstate_next != IDLE_W || rstate_next != IDLE_R ) 
            d_waitrequest = 1; 
        else
            d_waitrequest = 0;
    end
endmodule

===== flow/run.sh =====
#!/bin/bash
# OpenROAD 26Q1-2900-gdf79404cd8, Yosys 0.63+post, stock flow scripts
make -C /OpenROAD-flow-scripts/flow DESIGN_CONFIG=/design/flow/config.mk WORK_HOME=/design/flow/orfs finish

==> results.py <==
# Auto-generated metrics
metrics = {
    "synthesis": {
        "seq_area_frac_synth_pct": 14.65,
        "yosys.area_share.adder_pct": 5.721,
        "ys_warn_count": 1,
        "syn-instance-count": 136,
        "synthesis.area_sq_mm": 0.001094,
        "syn_area_per_cell_sq_um": 8.041,
        "yosys-mux-area-fraction_pct": 0,
        "synth.yosys.num_cells": 136,
        "synthXorXnorAreaFrac_pct": 0,
        "synthAoiAreaFrac_pct": 5.721,
        "synth_simple_gate_area_share_pct": 5.606,
        "ys_area_sq_mm": 0.001094,
        "synth_cell_type_count": 17,
        "yosys-dominant-comb-family": "buffers and inverters",
        "synth_flops": 8,
    },
    "pwr": {
        "power_density_mw_per_mm2": 519.2,
        "power.leakage_nw": 0.2563,
        "ir_worst_vdd_v": 0.0001316,
        "post-layout-total-power_mw": 0.3332,
    },
    "clocking": {
        "post_cts_hold_buffer_count": 0,
        "h-tree-depth": 1,
        "post_cts.resized_instances": 0,
        "clk_path_buf_depth": 2,
        "cts_num_sinks": 8,
        "clk_transition_reported_paths_ns": 0.04,
        "cts_setup_buffers": 0,
        "num_cts_buffers": 3,
        "cts.root.buffer_cell": "clkbuf_8",
        "cts_tree": "yes",
        "clkLatencyLatePin_ns": 0.22,
    },
    "drt": {
        "dr_total_vias": 423,
        "wire_per_inst_microns": 14.66,
        "drt_iter0_markers": 5,
        "final_antenna_net_count": 0,
        "drt-total-wl_microns": 1862,
        "route.detailed.drc": 0,
        "n_antenna_cell": 0,
        "drt-vias-per-instance": 3.331,
        "dr.pass1.iters": 3,
    },
    "global_routing": {
        "first_pass_grt_wire_length_microns": 2497,
        "grt-ovfl-total": 0,
        "number_of_global_route_vias_before_repair": 465,
        "grt_util_all_layers_pct": 3.634,
        "antenna_violations_before_repair": 0,
        "grt_start_max_net_pins": 6,
    },
    "layout": {
        "synthToLayoutAreaGrowth_pct": -41.30,
        "layout-drive-gt1-share_pct": 8.772,
        "final_core_util_pct": 12.33,
    },
    "worst_setup_path": {
        "critical_path.max_fanout": 2,
        "critical_path.startpoint_type": "primary input",
        "cp_data_arrival_time_ns": 1.99,
        "timing_worst_setup_path_type": "in2out",
        "crit_required_ns": 2.08,
        "timing.reg2reg.worst_path_depth": 5,
        "endpoint_kind": "output port",
    },
    "final_timing": {
        "finClkSkew_ns": 0.001665,
        "period_needed_ns": 2.509,
        "clock.fmax_mhz": 398.6,
        "final.period_utilization_pct": 96.50,
        "rsz_0062_raised_after_global_routing": "no",
        "hold_viol": 0,
        "final-max-slew-violation-count": 0,
        "finalSetupViolCount": 0,
        "layout_setup_ws_ns": 0.09093,
        "worst-slew-pin-transition_ns": 0.2621,
        "final.setup.tns_ns": 0,
        "maxSlewHeadroom_pct": 82.49,
        "holdWs_ns": 0.5354,
    },
    "worst_hold_path": {
        "whs_path_depth": 2,
        "timing.hold.worst.class": "reg2reg",
    },
    "run_status": {
        "result_of_the_run": "complete, no violations",
    },
    "floorplan": {
        "rows": 26,
        "die_h_microns": 94,
        "fp.coreArea_sq_mm": 0.005205,
        "die_w_microns": 94,
        "design.portCount": 197,
        "fp_util_pct": 21.01,
        "dieArea_sq_mm": 0.008836,
    },
    "run": {
        "max_cap_viol_count": 0,
        "tool_warnings": 33,
    },
    "place": {
        "worst_slack_after_detailed_placement_ns": 0.06111,
        "dpl.hpwl_microns": 1517,
        "gp_congestion": 0.6992,
        "buffer_ports.inserted": 14,
    },
}
## cell families after synthesis
family | count (synthesis)
AOI/OAI and AO/OA | 9
DFF | 8
buffers and inverters | 102
adders and majority gates | 5
and+or+nand+nor | 12
## synthesized netlist by cell type, drive strengths merged
cell type	n	area (sq um)
nand2	2	7.510
nand2b	2	12.51
and2	1	6.260
and3	2	12.51
a21oi	3	18.77
nor3b	1	7.510
inv	5	18.77
o21ba	1	10.01
o21a	1	7.510
dfxtp	8	160.2
a211o	1	8.760
o211ai	1	7.510
ha	5	62.56
o21ai	2	10.01
buf	97	728.2
nor2	4	15.01
## per-layer routing
metal  vias up  global-route usage (%)  wire length (microns)
met5         -                       0                      0
met4         0                   5.063                    227
met3        35                   5.008                    534
met2        78                   3.917                    656
met1       147                   2.340                    443
li1        163                       -                      -
## cell type report
class	instances	area [sq um]
Clock buffer	3	41.29
Sequential cell	8	160.2
Tap cell	70	87.58
Timing Repair Buffer	15	147.6
Fill cell	603	4563
Multi-Input combinational cell	26	186.4
Inverter	5	18.77
## through the flow
step / instance area (sq um) / cells
2_1_floorplan: 1094 / 136
3_3_place_gp: 600.6 / 124
3_5_place_dp: 600.6 / 124
4_1_cts: 641.9 / 127
5_1_grt: 641.9 / 127
6_report: 641.9 / 127
## registers in the layout, summed over array words and instances, names as in the netlist
name           count
m_axi_arvalid      1
rstate             2
wstate             2
m_axi_awvalid      1
m_axi_wvalid       1
m_axi_rready       1
## worst paths after layout
| path | from | endpoint | slack [ns] |
|---|---|---|---|
| worst max-delay path | m_axi_awready | d_waitrequest | 0.09 |
| worst max register to register | wstate[0] | wstate[0] | 1.44 |
| worst min register to register | rstate[1] | rstate[1] | 0.54 |
| worst min-delay path | rstate[1] | rstate[1] | 0.54 |
## critical path, cell delays in order
cell             delay (ns)
clkdlybuf4s50_1        0.49
a21oi_2                0.07
a211o_1                0.31
o211ai_1               0.09
clkdlybuf4s50_1        0.50
## power breakdown
group	switching, mW	internal [mW]
registers	0.00404	0.131
clock network	0.0452	0.100
logic	0.0180	0.0347
total	0.0672	0.266
## layout by cell type, fill, tap and decap left out
| cell | synthesis | layout |
|---|---|---|
| a211o_1 | 1 | 1 |
| a21oi_1 | 2 | 2 |
| a21oi_2 | 1 | 1 |
| and2_1 | 1 | 1 |
| and3_1 | 2 | 2 |
| buf_4 | 97 | 1 |
| clkbuf_8 | 0 | 3 |
| clkdlybuf4s50_1 | 0 | 14 |
| dfxtp_1 | 8 | 8 |
| ha_1 | 5 | 5 |
| inv_1 | 5 | 5 |
| nand2_1 | 2 | 2 |
| nand2b_1 | 2 | 2 |
| nor2_1 | 4 | 4 |
| nor3b_1 | 1 | 1 |
| o211ai_1 | 1 | 1 |
| o21a_1 | 1 | 1 |
| o21ai_0 | 2 | 2 |
| o21ba_1 | 1 | 1 |
Power figures rest on the tool's default switching activity, not on a simulated workload.
